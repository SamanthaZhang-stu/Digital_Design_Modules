==> design.v <==
module Dec(a,b);
	parameter n=2;
	parameter m=4;
	input [n-1:0] a;
	output[m-1:0] b;
	assign b=1<<a;
endmodule
module Dec5to32(a,b);
input [4:0] a;
output [31:0] b;
wire [7:0] x; 
wire[3:0] y; 
Dec#(3,8) low(a[2:0],x);
Dec#(2,4) high(a[4:3],y);
assign b[7:0] = x&{8{y[0]}};
assign b[15:8] =x&{8{y[1]}};
assign b[23:16]=x&{8{y[2]}};
assign b[31:24]=x&{8{y[3]}};
endmodule
==> run.sh <==
#!/bin/bash
# OpenROAD 26Q1-2900-gdf79404cd8, Yosys 0.63+post, stock flow scripts
make -C /OpenROAD-flow-scripts/flow DESIGN_CONFIG=/design/flow/config.mk WORK_HOME=/design/flow/orfs finish
==> config.mk <==
export PLATFORM = sky130hd
export DESIGN_NAME = Dec5to32
export DESIGN_NICKNAME = Dec5to32
export VERILOG_FILES = /design/flow/design.v
export SDC_FILE = /design/flow/constraint.sdc
export NUM_CORES = 4
export LEC_CHECK = 1
export CORE_AREA = 10 10 70 70
export DIE_AREA = 0 0 80 80
==> constraint.sdc <==
current_design Dec5to32

set clk_period 1.7
set clk_io_pct 0.2

create_clock -name clk0 -period $clk_period

set non_clock_inputs [all_inputs -no_clocks]
set_input_delay [expr $clk_period * $clk_io_pct] -clock clk0 $non_clock_inputs
set_output_delay [expr $clk_period * $clk_io_pct] -clock clk0 [all_outputs]
==> metrics.csv <==
stage,metric,value,unit
outcome,outcome,finished clean,
power,ir_worst_vdd,0.0565,mV
drt,detail_route.drc_violations,0,
final_timing,finalCriticalPeriod,1.65,ns
floorplanning,floorplan.core_area,3420,sq um
drt,routed_via_density,3.28,
logic_synthesis,mappedNetlistArea,221,sq um
placement,port_buffers,37,
logic_synthesis,netlist.area_leader.share,54.2,%
drt,postRouteAntennaNets,0,
global_route,met3_usage,1.93,%
logic_synthesis,synth.cellmix.adderShare,0,%
setup_path,worst_setup_path_end_kind,output pin,
logic_synthesis,synth.top_cells.by_area,"sky130_fd_sc_hd__nor2_1, sky130_fd_sc_hd__or3b_4, sky130_fd_sc_hd__nand3b_1",
global_route,wire_length_of_the_first_global_routing_pass,2670,microns
layout,clkbuf_count,0,
setup_path,critical_path_class,in -> out,
logic_synthesis,synthDominantAreaCellType,sky130_fd_sc_hd__nor2_1,
clock_network,holdBufCountCts,0,
job,cap_violations,0,
setup_path,critical_path.most_common_cell,sky130_fd_sc_hd__buf_4,
layout,drive_gt1_share,35.9,%
drt,detail_route.wirelength,1760,microns
setup_path,crit_start,a[3],
logic_synthesis,yosys.area_share.aoi,0,%
drt,detailedRoute.firstIterationViolations,11,
global_route,grt_pass1_vias,443,
layout,flop-count,0,
final_timing,transition_time_at_the_pin_with_the_least_slew_margin,0.197,ns
drt,routed-via-count,452,
drt,insertedDiodeCount,0,
setup_path,critical_path.n_buffers_inverters,3,
setup_path,crit_chain,buf_4 -> or3b_4 -> buf_4 -> nor2_1 -> dlygate4sd2_1,
floorplanning,num_rows,21,
logic_synthesis,synthCells,47,
floorplanning,floorplan_stage_core_utilization,6.48,%
layout,final_common_cell,sky130_fd_sc_hd__nor2_1,
floorplanning,die_area,6400,sq um
power,total_power,0.0991,mW
floorplanning,chipWidth,80,microns
final_timing,number_of_hold_violations_in_the_final_report,0,
layout,mostFrequentLayoutCells,"sky130_fd_sc_hd__nor2_1, sky130_fd_sc_hd__dlygate4sd2_1, sky130_fd_sc_hd__buf_4",
floorplanning,io-pin-count,37,
logic_synthesis,postSynthSeqShare,0,%
logic_synthesis,ys_cells,47,
setup_path,path_max_fanout,5,
floorplanning,floorplan.die.height,80,microns
final_timing,fin_setup_tns,0,ns
global_route,track_usage,5.36,%
global_route,grt_most_used_layer,met2,
final_timing,final_worst_path_cycle_share,96.9,%
logic_synthesis,yosys-mux-area-fraction,0,%
global_route,met1_usage,6.99,%
final_timing,drv_slew,0,
logic_synthesis,avgSynthCellArea,4.71,sq um
drt,route.detailed.wl_per_inst,12.8,microns
layout,fillers,387,
logic_synthesis,synth_warnings,0,
setup_path,cp_top_family,buffers and inverters,
power,p_leak,0.442,nW
setup_path,crit_path_end,b[19],
logic_synthesis,synthXorXnorAreaFrac,0,%
global_route,met2_grt_util,8.75,%
global_route,grt_antenna_before_repair,0,
setup_path,critical_path_arrival,1.31,ns
logic_synthesis,ys_sh_simple,94.9,%
final_timing,setup_viol,0,
layout,layout.area.seq,0,sq um
placement,place.gp.congestion,0.732,
logic_synthesis,synth.lib_cells_used.distinct,9,
job,log.warning_count,33,
hold_path,worstHoldPathType,in -> out,
final_timing,slew_headroom,86.8,%
logic_synthesis,yosysChipArea,221,sq um
global_route,pin_count_of_the_biggest_net_entering_global_routing,9,
logic_synthesis,ys_top_logic_family,simple AND/OR/NAND/NOR gates,
setup_path,worst_path_max_delay_cell,sky130_fd_sc_hd__or3b_4,
power,power.density_cell_area,134,nW/um^2
setup_path,critPathLaunchType,input port,
setup_path,path_depth,5,
global_route,grt_remaining_overflow,0,
setup_path,timing.critical_path.required,1.36,ns
setup_path,max_stage_delay,0.41,ns
final_timing,fmax,0.607,GHz
drt,detail_route.first_pass.iterations,3,
layout,area.growth.synth_to_final,234,%
placement,estimated_wirelength_of_the_detail_placed_design,1400,microns
## worst min-delay path by stage
stage	end	slack (ns)	depth (start not counted)	from
4_1_cts	b[2]	1.10	4	a[1]
5_1_grt	b[16]	1.12	4	a[2]
6_report	b[16]	1.08	4	a[2]
## cell type report
cell class / instances / area [sq um] / share of cell area, %
timing repair buffer: 48 / 420 / 56.8
multi-input combinational: 44 / 263 / 35.5
tap: 46 / 57.6 / 7.77
## stage by stage
stage               util, %  hold WS, ns  cells  instance area (sq um)  setup WS, ns
floorplan                 -        0.802     47                    221         0.513
global placement       19.3         1.79    130                    661        -0.570
detailed placement     19.3         1.80    130                    661        -0.578
CTS                    20.2         1.10    136                    691        -0.111
global route           21.7         1.12    138                    741      -0.00678
finish                 21.7         1.08    138                    741        0.0519
## where the power goes
group / internal (mW) / leakage [nW] / switching, mW / total (mW)
registers: 0 / 0 / 0 / 0
logic: 0.0535 / 0.442 / 0.0456 / 0.0991
clock network: 0 / 0 / 0 / 0
total: 0.0535 / 0.442 / 0.0456 / 0.0991
## cells in the mapped netlist, drive strengths merged
master	n
nor2	32
clkbuf	3
nand3b	3
or3b	3
nand2b	2
nand2	1
nand3	1
or2	1
or3	1
## logic make-up after synthesis
group | count (synthesis)
and+or+nand+nor | 44
buffers and inverters | 3
## metal layers
layer  vias to the layer above  part of all wire, %
met1                       190                   46
met4                         0                    0
met2                        22                   41
met5                         -                    0
li1                        240                    -
met3                         0                   13
## timing repair
action	CTS	global route
gates cloned	0	0
endpoints found under the setup margin	32	9
pin swaps	22	6
resized	62	12
buffers inserted	6	4
No activity file was given, so power comes from the tool's default toggle rates.
